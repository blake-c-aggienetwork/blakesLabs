--- ./design.v ---
`timescale 1ns / 1ps
module DataMemory0(ReadData, Address, WriteData,
MemoryRead, MemoryWrite, Clock);
input [63:0] Address, WriteData;
input MemoryRead, MemoryWrite, Clock;
output reg [63:0] ReadData;
reg [63:0] memory [63:0];
always @ (negedge Clock) begin
    if (MemoryWrite&~MemoryRead)
        memory[Address] <= #20 WriteData;
end
always @ (posedge Clock) begin
    if (MemoryRead&~MemoryWrite)
        ReadData <= #20 memory[Address];
end
endmodule
--- ./run.sh ---
#!/bin/bash
# OpenROAD 26Q1-2900-gdf79404cd8, Yosys 0.63+post, stock flow scripts
make -C /OpenROAD-flow-scripts/flow DESIGN_CONFIG=/design/flow/config.mk WORK_HOME=/design/flow/orfs finish
--- ./config.mk ---
export PLATFORM = sky130hd
export DESIGN_NAME = DataMemory0
export DESIGN_NICKNAME = DataMemory0
export VERILOG_FILES = /design/flow/design.v
export SDC_FILE = /design/flow/constraint.sdc
export NUM_CORES = 4
export LEC_CHECK = 1
export CORE_UTILIZATION = 30
--- ./constraint.sdc ---
current_design DataMemory0

set clk_period 66.8
set clk_io_pct 0.2

create_clock -name clk0 -period $clk_period [get_ports {Clock}]

set non_clock_inputs [all_inputs -no_clocks]
set_input_delay [expr $clk_period * $clk_io_pct] -clock clk0 $non_clock_inputs
set_output_delay [expr $clk_period * $clk_io_pct] -clock clk0 [all_outputs]
==> qor.txt <==
Status: complete, no violations
Rows: 265
Synthesized area: 157000 sq um
Setup TNS: 0 ns
Via Count: 104000
Iteration tally of the first detailed-router pass: 8
Final worst slack: 16.55 ns
Tightest Pin Transition: 1.12 ns
Hpwl dp: 271000 um
Seq share, synth: 79.7%
Setup-failing EPs final: 0
CTS tree: yes
CTS buffer count: 411
Ports: 195
Core area: 521000 sq um
WHS Endpoint: ReadData[23]
Final setup skew: 0.0732 ns
Non-filler cells, final: 20400
FP Core Util: 30.1%
WHS: 13.24 ns
Worst R2R Setup Slack: 30.33 ns
CTS HTree Levels: 5
Initial drt markers: 7574
Clock slew at reported path FFs: 0.07 ns
Reg2Reg Launch Point: memory[6][21]
Synth mux share: 3.47%
Hold Fails Final Rpt: 0
Largest net degree at the start of global routing: 99
R2R cell count: 6
ANT nets after route: 0
Vias in the first global route: 113000
CP Max Fanout: 48
First-pass GRT wire length: 711000 um
CTS resizes: 0
Core Util, Final: 37.7%
Avg Synthesized Cell Area: 17.8 sq um
Design area: 196000 sq um
Pwr Density: 32.9 nW/um^2
Gate Area: 29400 sq um
Mapped Cells: 8823
Worst setup EP type: flip-flop
Worst hold path type: input port to flip-flop
Tot Pwr: 6.45 mW
Yosys chip area: 157000 sq um
Register area: 125000 sq um
Gp weighted congestion: 0.899
Post-Synth AOI/OAI Area: 12.1%
Die X: 725 um
Die ar.: 525000 sq um
Ys async rst share: 0%
Crit path from: Address[1]
Placed Instances: 15600
Fill cell count: 47000
Post-CTS setup buffer count: 0
Slew Viols, Final: 0
Setup WS pre-CTS: 15.70 ns
WL final: 501000 um
Relative slew margins: 25.1%
Synth cell types: 58
Post-synth EDFFs: 4160
Placed Area: 167000 sq um
GRT Overall Usage: 19.9%
Layout cells sized above 1: 10.5%
RSZ-0062 raised after global routing: false
#FFs+latches synth: 4160
# port buffers: 136
Yosys Instances: 8823
Crit Reg-Reg Endpoint: ReadData[21]
Cts hold-fix bufs: 0
Adder share: 0%
Root buffer cell: clkbuf_16
Routed len/inst: 24.5 um
CP Data Arrival Time: 17.37 ns
AND/OR/NAND/NOR Cells, Area Fraction: 2.74%
Via density: 5.09
Log Warnings: 1085
Crit path DRT: 33.92 ns
Synthesis-to-layout area growth: 25.1%
Number of synthesis warnings: 1
Sink Count: 4160
Clock latency on the worst-skew pair: 0.99 ns
Max VDD drop: 28.1 uV
Chip Height: 725 um
Antenna violations before repair: 21
Total grt overflow: 0
Worst min-delay path startpoint: Address[1]
Hold Path Stages: 4
Leak: 76.9 nW
Max-Cap Viols: 0
Post-synthesis xor/xnor area fraction: 0%
Dominant combinational family: AND-OR/OR-AND gates
Ys flop type: edfxtp_1
CP Launch Type: input port
DRC Markers: 0
Max clock buf depth: 4
Worst Setup Path Type: input port to flip-flop
-- cells in the final DEF, fill, tap and decap left out, types with 64 or more instances in the layout --
cell type,synthesis,routed
mux2i_1,263,263
a221oi_1,783,783
buf_4,18,370
nor3_1,229,228
inv_1,4,4187
edfxtp_1,4160,4160
buf_2,175,64
clkbuf_16,0,416
clkinvlp_2,0,110
nand2_1,172,167
nor2_1,276,208
a22o_1,64,64
a21oi_1,201,201
nand4_1,66,66
a22oi_1,607,607
nor2_4,0,68
clkdlybuf4s50_1,0,68
a221o_1,109,109
mux2_2,228,228
o22ai_1,361,361
o21ai_0,155,155
-- worst max path at each step --
stage	to	slack, ns
after CTS	memory[39][19]	16.62
after global routing	memory[39][57]	16.44
final	memory[39][49]	16.55
-- registers in the layout (all words and copies together) (netlist names) --
register / count
memory: 4096
ReadData: 64
-- power by group --
part	switching, mW	internal [mW]	total, mW
Clock	1.59	1.66	3.24
Sequential	0.00356	2.91	2.91
Combinational	0.216	0.0750	0.291
Total	1.81	4.64	6.45
-- cell type report --
class	count	share of cell area, %
well taps	6942	4.43
inverters	5	0.0198
diodes	9	0.0115
repair buffers	523	2.13
flip-flops and latches	4160	63.7
multi-input cells	3945	15.0
clock buffers	432	5.35
clock inverters	4399	9.35
-- cells by family after synthesis --
family	after synthesis
AOI/OAI and AO/OA	2533
buffers and inverters	718
DFF	4160
muxes	503
and+or+nand+nor	909
-- critical path, stage by stage --
cell and delay, ns:
buf_8 0.37, buf_4 0.33, buf_4 0.45, and2_4 0.50, nand2_1 0.09, buf_4 0.24, nor2_4 0.59, buf_4 0.60
buf_4 0.60
-- per-layer routing --
layer | share of wire [%] | global-route usage [%]
met4 | 4.1 | 9.48
met2 | 44 | 27.2
met5 | 0.30 | 2.19
met3 | 20 | 20.1
met1 | 31 | 19.2
-- Yosys cell counts, drive strengths merged (4+ instances only) --
cell / instances / area share, %
a211oi: 28 / 0.13
a21boi: 27 / 0.13
a21oi: 201 / 0.64
a221o: 109 / 0.70
a221oi: 783 / 4.4
a22o: 64 / 0.36
a22oi: 607 / 2.9
a31oi: 60 / 0.24
and2: 4 / 0.016
and3: 57 / 0.23
buf: 279 / 0.91
clkbuf: 433 / 1.0
edfxtp: 4160 / 80
inv: 6 / 0.014
mux2: 231 / 1.7
mux2i: 263 / 1.7
mux4: 9 / 0.13
nand2: 172 / 0.41
nand2b: 6 / 0.024
nand3: 37 / 0.12
nand4: 66 / 0.26
nor2: 278 / 0.67
nor2b: 11 / 0.044
nor3: 229 / 0.73
nor4: 6 / 0.024
o211ai: 29 / 0.14
o21a: 27 / 0.13
o21ai: 156 / 0.50
o221ai: 36 / 0.20
o22a: 30 / 0.17
o22ai: 361 / 1.4
or4: 28 / 0.13
Power is estimated from default activity; no workload was simulated.
